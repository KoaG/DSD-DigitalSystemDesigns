<file path="/design/flow/config.mk">
export PLATFORM = sky130hd
export DESIGN_NAME = arbiter
export DESIGN_NICKNAME = arbiter
export VERILOG_FILES = /design/flow/design.v
export SDC_FILE = /design/flow/constraint.sdc
export NUM_CORES = 4
export LEC_CHECK = 1
export CORE_AREA = 10 10 70 70
export DIE_AREA = 0 0 80 80
</file>
<file path="/design/flow/design.v">
module arbiter #(
    parameter TimeQuanta = 4)(   
    input CLK,SCLR,
    input [3:0]REQ,
    input ACK,
    output reg [3:0]GRANT
);
    localparam  IDLE = 3'd0,            
                GNT0 = 3'd1,
                GNT1 = 3'd2,
                GNT2 = 3'd3,
                GNT3 = 3'd4;
    reg [2:0]ps,ns;
    reg [$clog2(TimeQuanta) - 1:0]count;
    reg time_out;
    always @(posedge CLK) begin
        if(SCLR) begin
            count <= 0;
            time_out <= 0;
        end else if (count == 2'b11) begin
            count <= 0;
            time_out <= 1;
        end else begin
            count <= count + 1;
            time_out <= 0;
        end
    end
    always @(posedge CLK) begin
        if(SCLR)
            ps <= IDLE;
        else 
            ps <= ns;
    end
    always @(ps,REQ,time_out,ACK) begin
        case(ps)
            IDLE    :   begin
                            if(REQ[0])        ns <= GNT0;
                            else if(REQ[1])   ns <= GNT1;
                            else if(REQ[2])   ns <= GNT2;
                            else if(REQ[3])   ns <= GNT3;
                            else                ns <= IDLE;
                        end
            GNT0    :   begin
                            if(time_out || ACK) begin
                                if(REQ[1])        ns <= GNT1;
                                else if(REQ[2])   ns <= GNT2;
                                else if(REQ[3])   ns <= GNT3;
                                else if(REQ[0])   ns <= GNT0;
                                else                ns <= IDLE;
                            end else                ns <= GNT0;
                        end
            GNT1    :   begin
                            if(time_out || ACK) begin
                                if(REQ[2])        ns <= GNT2;
                                else if(REQ[3])   ns <= GNT3;
                                else if(REQ[0])   ns <= GNT0;
                                else if(REQ[1])   ns <= GNT1;
                                else                ns <= IDLE;
                            end else                ns <= GNT1;
                        end
            GNT2    :   begin
                            if(time_out || ACK) begin
                                if(REQ[3])        ns <= GNT3;
                                else if(REQ[0])   ns <= GNT0;
                                else if(REQ[1])   ns <= GNT1;
                                else if(REQ[2])   ns <= GNT2;
                                else                ns <= IDLE;
                            end else                ns <= GNT2;
                        end
            GNT3    :   begin
                            if(time_out || ACK) begin
                                if(REQ[0])        ns <= GNT0;
                                else if(REQ[1])   ns <= GNT1;
                                else if(REQ[2])   ns <= GNT2;
                                else if(REQ[3])   ns <= GNT3;
                                else                ns <= IDLE;
                            end else                ns <= GNT3;
                        end
            default :   begin
                            ns <= IDLE;
                        end
        endcase
    end
    always @(ps) begin
        case(ps)
            IDLE    :   GRANT = 4'h0;
            GNT0    :   GRANT = 4'h1;
            GNT1    :   GRANT = 4'h2;
            GNT2    :   GRANT = 4'h4;
            GNT3    :   GRANT = 4'h8;
            default :   GRANT = 4'h0;
        endcase
    end
endmodule
</file>
<file path="/design/flow/constraint.sdc">
current_design arbiter

set clk_period 1.4
set clk_io_pct 0.2

create_clock -name clk0 -period $clk_period [get_ports {CLK}]

set non_clock_inputs [all_inputs -no_clocks]
set_input_delay [expr $clk_period * $clk_io_pct] -clock clk0 $non_clock_inputs
set_output_delay [expr $clk_period * $clk_io_pct] -clock clk0 [all_outputs]
</file>
<file path="/design/flow/run.sh">
#!/bin/bash
# OpenROAD 26Q1-2900-gdf79404cd8, Yosys 0.63+post, stock flow scripts
make -C /OpenROAD-flow-scripts/flow DESIGN_CONFIG=/design/flow/config.mk WORK_HOME=/design/flow/orfs finish
</file>
==> run summary <==
Summary of the current implementation state.

- Setup repair after global routing could not meet its margin everywhere.
- The number of global-route vias before repair is 422.
- In this run the critical register-to-register path is captured at ps[2].
- Per the power-grid run, VDD falls by no more than slightly below 0.4 mV.
- The width of the die is 80 um, for reference.
- The TritonCTS clock tree is done, for reference.
- TritonRoute output was used to compute an average wire per cell of just under 10 um.
- The clock group share of total power is roughly 32%, for reference.
- The cell with the largest stage delay on the worst path is sky130_fd_sc_hd__or3_1, for reference.
- The total detailed-routing wirelength is between 1 and 1.5 mm, for reference.
- Looking at the power breakdown, combinational cells take 22.0% of the total.
- Counting flops with a built-in enable in the synthesized netlist gives 0.
- Averaged over all synthesized cells, the footprint is approximately 8.4 um2.
- For the pin with the worst max-slew slack, the measured transition is 294.5 ps.
- Sorting the synthesis cell report by count puts at the top sky130_fd_sc_hd__dfxtp_1.
- The synthesized netlist cell count is approximately 48, for reference.
- The combinational family with the most area after synthesis is AND-OR/OR-AND gates, for reference.
- Post-synthesis, Yosys gives the total cell area as just over 400 um2.
- The total leakage power is ~0.31 nW, for reference.
- The number of buffers between clock root and the deepest sink is 2, for reference.
- The aggregate global-route resource usage is 3.619%, for reference.
- The tally of max-capacitance violations is 0, for reference.
- Yosys attributes the largest share of cell area to sky130_fd_sc_hd__dfxtp_1, sky130_fd_sc_hd__nor2b_1, sky130_fd_sc_hd__o21ai_0.
- The script extracted a net switching power of around 0.00014 W.
- The critical path in this run is classified as reg -> reg.
- In the final layout, the share of cells above drive strength 1 is 32.35%.
- On the critical path the largest part of the delay comes from AND-OR/OR-AND gates.
- In this run the power density over the cells is between 800 and 900 nW/um2.
- Compared with the post-synthesis result, the final layout area differs by 68.73%.
- Buffers inserted to repair hold after CTS numbered 0.
- The critical path startpoint category is a register, for reference.
- Pins over their slew limit in the final report were tallied at 0.
- In the CTS report, the clock slew at the register clock pins of the worst setup and hold paths is listed as 60 ps.
- The post-synthesis instance area is between 400 and 500 um2, for reference.
- In this run the worst setup path begins at ps[4].
- The largest area contributor in the netlist is sky130_fd_sc_hd__dfxtp_1, for reference.
- The worst stage delay on the critical path is between 300 and 400 ps, for reference.
- The top achievable clock speed is ~740 MHz, for reference.
- The internal portion of total power is ~0.00042 W, for reference.
- The report puts the cell count of the worst reg-to-reg path at 4.
- For this run, the final setup violation count is recorded as 0.
- The CTS buffer count is 3, for reference.
- The number of buffer and inverter stages on the critical path is 0, for reference.
- The number of antenna diodes in the final layout is 0.
- Warnings raised by the tools during the run amount to 26.
- For this run, the number of Yosys warnings is 1.
- In the final report, the number of hold violations comes to 0.
- Per the synthesis report, the simple-gate share of the synthesized area is between 20% and 30%.
- In this run, flip-flops and latches consume between 40% and 50% of the power.
- The report lists the cells along the critical path as nor2b_4 > o311a_1 > or3_1 > a31oi_1.
- The number of levels in the clock H-tree is 1, for reference.
- In this run the core area contains 21 standard-cell rows.
- Of the total synthesized cell area, the portion taken by XOR and XNOR cells is 0%.
- For this design, Yosys synthesis ends with a cell count of around 48.
- The post-synthesis adder-cell area fraction is under 10%, for reference.
- The setup slack of the most critical reg-to-reg path is between 40 and 50 ps, for reference.
- The type of element capturing the critical path is a register, for reference.
- The first global-routing pass estimated 1.890 mm of wire.
- The summed area of non-filler cells in the final layout is a little under 700 um2, for reference.
- The post-synthesis cell type count is 28, for reference.
- The script parses the final routing iteration and logs DRC violations as 0.
- The worst register-to-register path begins at ps[4].
- The most used flip-flop cell is sky130_fd_sc_hd__dfxtp_1, for reference.
- The last element of the critical path is ps[2], for reference.
- The final critical path takes up roughly 97% of the cycle.
- The share of the synthesized area in the top cell type is around 40%, for reference.
- Per the post-route antenna check, the number of violating nets is 0.
- The source-to-sink clock delay at the later pin of the worst-skew pair is 260 ps, for reference.
- Buffers placed on the I/O ports in this run total 10.
- The first detailed-routing pass ran for 4 iterations.
- The run finished with clean final reports.
- The type of the worst min-delay path is in -> reg, for reference.
- The maximum number of pins on one net before global-route repair is 6, for reference.
- The OpenROAD report gives the critical path a required time of between 1500 and 2000 ps.
- The and-or/or-and share of the synthesized area is 24.77%, for reference.
- At the worst endpoint, the arrival time is 1530 ps.
- The synthesized flop and latch total is 8, for reference.
- The worst clock skew is 9.752 ps, for reference.
- The cell depth of the worst setup path is 4, for reference.
- For this run, the register share of the synthesized area comes to approximately two fifths.
- The final layout report lists a filler cell count of 388.
- The via count is approximately 420, for reference.
- The vertical die dimension is around 80 um, for reference.
- The post-detailed-placement cell area is around 600 um2, for reference.
- The number of placed instances with taps included is 108, for reference.
- For this block, the initial DRC count from the detailed router was 24.
- Note, the detailed placer reported a final HPWL of between 800 and 900 um.
- The number of antenna violations at the first check in global routing is 0, for reference.
- The pre-placement core utilization is 11.83%, for reference.
- The global-route congestion overflow total is 0, for reference.
- The post-synthesis async set-or-reset flop share is 0%, for reference.
- The clock tree root buffer cell is sky130_fd_sc_hd__clkbuf_4, for reference.
- Pin placement for this block handled 11 I/O pins.
- The clock net in this run drives a total of 8 sinks.
- RePlAce ended its routability-driven mode at a weighted congestion of a little over 0.7.
- By count the netlist is led by sky130_fd_sc_hd__dfxtp_1, sky130_fd_sc_hd__clkbuf_1, sky130_fd_sc_hd__nor2b_1.
- The worst path needs 1351 ps of the cycle, external delays included.
- After floorplanning, the die was sized to cover around 6400 um2.
- The area fraction in mux cells is 0%, for reference.
- Per the timing report, the biggest fanout along the worst path comes to 3.
- The via count normalized by instance count is about 3.7, for reference.
- The normalized max-slew margin is about 80%, for reference.
- The number of standard cells in the final layout excluding fillers is approximately 110, for reference.
- The net switching fraction of the power is roughly 25%, for reference.
- The floorplan core area is about 3400 um2, for reference.
-- power groups by stage --
| stage | Clock (W) | Combinational (W) | Sequential (W) |
|---|---|---|---|
| 6_report | 0.000179 | 0.000122 | 0.000253 |
| 5_1_grt | 0.000201 | 0.000137 | 0.000256 |
| 4_1_cts | 0.000184 | 0.000112 | 0.000258 |
-- how the worst min path moves through the flow --
stage / from / endpoint / depth (start not counted)
finish: REQ[3] / ps[0] / 3
CTS: count[0] / count[0] / 1
global route: REQ[3] / ps[0] / 3
-- what timing repair did --
| action | 4_1_cts | 5_1_grt |
|---|---|---|
| setup endpoints to repair | 5 | 7 |
| setup buffers | 0 | 3 |
| resized | 7 | 8 |
| pin swaps | 1 | 3 |
| cloned | 0 | 0 |
-- layer usage --
metal  global-route usage (%)  up-vias  wire [um]
li1                         -      211          -
met1                    4.880      185        592
met2                    5.217       21        415
met3                    1.591        5         99
met4                   0.7042        0         26
met5                        0        -          0
-- sequential cells by signal, indices dropped and copies added (netlist names) --
register	count
ps	5
time_out	1
count	2
-- cell families after synthesis --
kind of cell,count (synthesis)
AND-OR/OR-AND,14
buffers and inverters,8
flip-flops,8
AND/OR/NAND/NOR,17
adder cells (fa/ha/maj),1
-- stage by stage --
stage	utilization [%]	setup WS, ps	TNS, ps	total power (W)	hold slack [ps]
finish	19.96	48.94	0	0.0005548	385.5
global route	19.96	-58.18	-58.18	0.0005929	413.0
CTS	18.57	7.218	0	0.0005535	431.4
detailed placement	17.66	-313.2	-940.4	0.0003734	423.5
global placement	17.66	-285.3	-865.4	0.0003712	412.9
floorplan	-	199.5	0	0.0003123	383.2
-- final cells by class --
cell class              count  area (um2)  share of cell area [%]
flip-flops and latches      8       172.7                   25.32
multi-input cells          32       219.0                   32.11
clock buffers               3       22.52                   3.303
repair buffers             22       198.9                   29.17
inverters                   3       11.26                   1.651
well taps                  46       57.56                   8.440
-- tightest hold or removal path: cells and delay by family --
| kind | cells | cell delay [ps] |
|---|---|---|
| compound gates | 1 | 60 |
| buf+inv | 2 | 250 |
-- layout by cell type, fill, tap and decap left out, drive strengths merged, types with 2 or more instances in the layout --
cell / n
dfxtp: 8
dlymetal6s2s: 4
nor2b: 4
o21ai: 4
clkbuf: 3
clkdlybuf4s50: 5
nand2: 2
inv: 3
nor2: 4
buf: 12
Power and IR drop assume default switching activity.
